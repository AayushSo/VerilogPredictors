==> /design/flow/design.v <==
module gshare
	#(  parameter GH_WIDTH = 4,
		parameter PC_WIDTH = 32,
		parameter INDEX_W  = 4  
	)
	(
	input clk,ares,sync_reset,
	input [PC_WIDTH-1:0] instr_data,
	input instr_valid,
	input [INDEX_W-1:0] pred_result_idx,
	input pred_result_data,
	input pred_result_valid,
	output [INDEX_W+1-1:0] pred_data,
	output pred_valid
);
	localparam GHIST_W = GH_WIDTH < INDEX_W ? INDEX_W : GH_WIDTH;
	localparam INIT_PRED = 2'b10;  
	reg [1:0] pred_state_table [(1<<INDEX_W)-1:0] ;
	reg [1:0] pred_state_next ;
	reg [GHIST_W-1:0] ghist;
	wire [INDEX_W-1:0] idx ;
	wire [1:0] pred_state; 
	wire [1:0] current_pred;
	reg [1:0] pred_state_table_state_next;
	integer i;
	assign idx = instr_data[INDEX_W-1:0]^ghist[INDEX_W-1:0];
	assign pred_state = pred_state_table [idx];
	assign pred_data = {idx,pred_state[1]};
	assign pred_valid = instr_valid;
	assign current_pred = pred_state_table[pred_result_idx];
	always@* begin
		case({pred_result_data,current_pred})
			3'b0_00 : pred_state_table_state_next = 2'b00;
			3'b0_01 : pred_state_table_state_next = 2'b00;
			3'b0_10 : pred_state_table_state_next = 2'b01;
			3'b0_11 : pred_state_table_state_next = 2'b10;
			3'b1_00 : pred_state_table_state_next = 2'b01;
			3'b1_01 : pred_state_table_state_next = 2'b10;
			3'b1_10 : pred_state_table_state_next = 2'b11;
			3'b1_11 : pred_state_table_state_next = 2'b11;
		endcase
	end
	always@(posedge clk or posedge ares) begin
		if (ares) begin
			for (i=0; i< INDEX_W ; i=i+1) pred_state_table[i] <= INIT_PRED;
		end
		else if (sync_reset) begin
			for (i=0; i< INDEX_W ; i=i+1) pred_state_table[i] <= INIT_PRED;
		end
		else begin
			if (pred_result_valid) begin
				pred_state_table[pred_result_idx] <= pred_state_table_state_next; 
			end
			end
	end
	always@(posedge clk or posedge ares) begin
		if (ares) ghist <= 'd0;
		else if (sync_reset) ghist <= 'd0;
		else if (pred_result_valid) ghist <= {ghist[GHIST_W-1:1],pred_result_data};
	end
endmodule
==> /design/flow/run.sh <==
#!/bin/bash
# OpenROAD 26Q1-2900-gdf79404cd8, Yosys 0.63+post, stock flow scripts
make -C /OpenROAD-flow-scripts/flow DESIGN_CONFIG=/design/flow/config.mk WORK_HOME=/design/flow/orfs finish
==> /design/flow/config.mk <==
export PLATFORM = sky130hd
export DESIGN_NAME = gshare
export DESIGN_NICKNAME = gshare
export VERILOG_FILES = /design/flow/design.v
export SDC_FILE = /design/flow/constraint.sdc
export NUM_CORES = 4
export LEC_CHECK = 1
export CORE_UTILIZATION = 30
==> /design/flow/constraint.sdc <==
current_design gshare

set clk_period 2.5
set clk_io_pct 0.2

create_clock -name clk0 -period $clk_period [get_ports {clk}]

set non_clock_inputs [all_inputs -no_clocks]
set_input_delay [expr $clk_period * $clk_io_pct] -clock clk0 $non_clock_inputs
set_output_delay [expr $clk_period * $clk_io_pct] -clock clk0 [all_outputs]
==> impl_metrics.toml <==
# physical design summary
[logic_synthesis]
synth_seq_share = 0.518
syn-cell-area_um2 = 1840
synthCells = 162
synth_chip_area_um2 = 1840
synthesis.area_per_instance_um2 = 11.3
ys.warnings.count = 2
synth_flops = 33
ys_dominant_reg_cell = "sky130_fd_sc_hd__edfxtp_1"
synth.distinct_cells = 46
enable_flop_cells = 24
synth_async_sr_flop_share = 0.273
ys_cells = 162

[grt]
via_count_of_the_first_global_routing_pass = 1405
grtUsageMet3 = 0.0369
grt_usage = 0.156
gr-usage-met1 = 0.234
grt.met2_usage = 0.231
global_route.peak_usage_layer = "met1"
grt_first_pass_wirelength_mm = 7.22
grt_remaining_overflow = 0
grt_max_degree = 22
grt_antenna_before_repair = 0

[cts]
cts_made_buffers = 5
root_buffer_selected_by_cts = "sky130_fd_sc_hd__clkbuf_8"
cts.sink_count = 33
cts.htree.levels = 2
postCtsSetupRepairBufs = 0
ctsLongestPathBuffers = 2
tritoncts = "built"
clock.latency.late_pin_ns = 0.28
cts.reportedPaths.clkPinSlew_ns = 0.06

[critical_path]
slowest_stage = "sky130_fd_sc_hd__mux4_2"
critical-path-top-delay-family = "multiplexers"
cpPeakStageDelay_ns = 0.52
critical_register_to_register_path_endpoint = "pred_state_table[3][0]"
timing.critical_path.fanout_max = 4
crit_start = "ghist[0]"
cp.buffers_inverters = 1
critical_path_class = "flop to output pin"
rr_startpoint = "pred_state_table[7][0]"
cp.depth = 4
endpoint_kind = "output pin"
r2r_cells = 7
regToRegSetupSlack_ns = 0.31
critical_path_arrival_ns = 2.05
crit_end = "pred_data[0]"
start_kind = "flop"
critical_path.cell_chain = "xnor2_4, mux4_2, mux4_2, buf_2"
crit_path_frequent_cell = "sky130_fd_sc_hd__mux4_2"
worst-endpoint-required_ns = 2.00

[layout]
final_layout_top_logic_cells = "sky130_fd_sc_hd__buf_4, sky130_fd_sc_hd__nor2_1, sky130_fd_sc_hd__edfxtp_1"
area_delta_synth_final_pct = 29.0
fin_area_um2 = 2370
layout_cell_share_with_drive_strength_beyond_1 = 0.309
layout_top_cell_excl_fill_tap = "sky130_fd_sc_hd__buf_4"
fill_cells = 567

[die]
core_util_floorplan = 0.310
coreArea_um2 = 5920
i_o_pin_count = 48
die_height_um = 80.2
die.size.x_um = 80.2
core.rowCount = 28
chip_area_um2 = 6440

[outcome]
violations_in_the_final_reports = "negative setup slack"
outcome = "finished, violations left"

[timing]
setup_ws_final_ns = -0.0490
min_period_ns = 2.55
worst_slew_pin_tran_ns = 0.358
worst_clock_skew_ns = 0.00633
rsz0062_at_grt = "yes"
achievable-frequency_mhz = 392
finalSetupViolCount = 1
max-slew-margin-rel = 0.761
hold_viol = 0
slew_violations = 0
layout_worst_path_cycle_share = 1.02

[place]
placement.cell_area_um2 = 2260
buffer_ports.inserted = 17
dp.final_hpwl_mm = 3.38
place_congestion = 0.939

[detailed_routing]
drt_pass1_iterations = 4
routed-via-count = 1433
route.detailed.vias_per_inst = 5.14
num_antenna_cells = 0
ant_nets = 0
drc_errors = 0
wl_per_cell_um = 16.0
drt-total-wl_mm = 4.47
drt_iter0_markers = 83

[min_path]
hold_path_class = "primary input to async pin"

[power_and_ir_drop]
power_leakage_nw = 0.869
ir_drop_mv = 0.175
finalPower_mw = 1.21
power_density_nw_per_um2 = 511

[run]
cap_viol_max_count = 0
warning_count = 55
## worst register-to-register path, cell delays in order (launching register included)
cell	delay (ns)
sky130_fd_sc_hd__edfxtp_1	0.36
sky130_fd_sc_hd__mux2_4	0.28
sky130_fd_sc_hd__a311o_1	0.36
sky130_fd_sc_hd__a211oi_2	0.26
sky130_fd_sc_hd__a31oi_1	0.15
sky130_fd_sc_hd__maj3_2	0.33
sky130_fd_sc_hd__buf_4	0.16
sky130_fd_sc_hd__a211oi_2	0.20
## state kept, by name, indices dropped and copies added (netlist names)
name              cells
ghist                 1
pred_state_table     32
## worst min-delay path by stage
stage,slack [ns],depth (start not counted),end
global route,0.53,2,pred_state_table[0][0]
finish,0.51,2,pred_state_table[0][0]
CTS,0.51,2,pred_state_table[2][0]
## per-layer routing
| metal | routed length, µm | vias to the layer above |
|---|---|---|
| met3 | 333 | 8 |
| met4 | 120 | 0 |
| li1 | - | 691 |
| met1 | 2040 | 676 |
| met5 | 0 | - |
| met2 | 1970 | 58 |
## through the flow
| step | utilization | hold WS, ns | setup WS [ns] | cells | TNS [ns] |
|---|---|---|---|---|---|
| 6_report | 0.400 | 0.512 | -0.0490 | 279 | -0.0490 |
| 2_1_floorplan | - | 0.325 | 0.0938 | 162 | 0 |
| 4_1_cts | 0.400 | 0.512 | -0.0745 | 279 | -0.0745 |
| 5_1_grt | 0.400 | 0.526 | -0.145 | 279 | -0.145 |
| 3_5_place_dp | 0.383 | 0.599 | -0.843 | 271 | -11.87 |
| 3_3_place_gp | 0.383 | 0.593 | -0.827 | 271 | -12.03 |
## layout make-up
cell class              count  area [µm²]  share of cell area
inverters                   6        22.5             0.00950
well taps                  75        93.8              0.0396
flip-flops and latches     33         952               0.402
clock inverters             2        11.3             0.00475
repair buffers             49         417               0.176
multi-input cells         109         805               0.339
clock buffers               5        68.8              0.0290
## Yosys cell counts, types with 2 or more instances
cell / instances / share of area
sky130_fd_sc_hd__buf_2: 4 / 0.011
sky130_fd_sc_hd__nor2_1: 24 / 0.049
sky130_fd_sc_hd__a31oi_1: 5 / 0.017
sky130_fd_sc_hd__mux4_2: 5 / 0.061
sky130_fd_sc_hd__nand2b_1: 3 / 0.010
sky130_fd_sc_hd__inv_1: 6 / 0.012
sky130_fd_sc_hd__o221ai_1: 2 / 0.0095
sky130_fd_sc_hd__a211o_1: 2 / 0.0095
sky130_fd_sc_hd__dfrtp_1: 5 / 0.068
sky130_fd_sc_hd__and3b_1: 2 / 0.0095
sky130_fd_sc_hd__o21ai_0: 4 / 0.011
sky130_fd_sc_hd__mux2i_1: 3 / 0.016
sky130_fd_sc_hd__dfstp_2: 4 / 0.057
sky130_fd_sc_hd__nand3b_1: 6 / 0.025
sky130_fd_sc_hd__a211oi_2: 5 / 0.034
sky130_fd_sc_hd__edfxtp_1: 24 / 0.39
sky130_fd_sc_hd__nor3_1: 9 / 0.025
sky130_fd_sc_hd__nand3_1: 3 / 0.0082
sky130_fd_sc_hd__and3_1: 2 / 0.0068
sky130_fd_sc_hd__clkbuf_1: 2 / 0.0041
sky130_fd_sc_hd__a21oi_1: 4 / 0.011
sky130_fd_sc_hd__nand2_1: 9 / 0.018
sky130_fd_sc_hd__buf_4: 6 / 0.025
## report_power, final
group          total (mW)  internal [mW]  switching, mW
logic               0.225          0.117          0.108
registers           0.612          0.608        0.00427
clock network       0.374          0.187          0.187
## cell families after synthesis
logic type | synth area share
and+or+nand+nor | 0.206
DFF | 0.518
AOI/OAI and AO/OA | 0.117
buffers and inverters | 0.0565
muxes | 0.0920
xor gates and xnor gates | 0.00477
adders and majority gates | 0.00613
## what timing repair did
action                                  in CTS  in global routing
gates cloned                                 1                  0
resized                                     18                  1
endpoints found under the hold margin        0                  0
hold buffers                                 0                  0
endpoints found under the setup margin      30                  7
pin swaps                                    3                  0

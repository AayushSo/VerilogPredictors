[flow/config.mk]
export PLATFORM = sky130hd
export DESIGN_NAME = two_bit
export DESIGN_NICKNAME = two_bit
export VERILOG_FILES = /design/flow/design.v
export SDC_FILE = /design/flow/constraint.sdc
export NUM_CORES = 4
export LEC_CHECK = 1
export CORE_AREA = 10 10 70 70
export DIE_AREA = 0 0 80 80
[flow/design.v]
module two_bit(
	input clk,ares,sync_reset,
	input instr_valid,
	input pred_result_data,
	input pred_result_valid,
	output pred_data,
	output pred_valid
);
	reg [1:0] pred_state;
	reg [1:0] pred_state_next;
	always@* begin
		pred_state_next = pred_state;
		if (pred_result_valid) begin
			pred_state_next[0] = (pred_state[1]&pred_result_data) | (~pred_state[0]&(pred_state[1]|pred_result_data) ); 
			pred_state_next[1] = (pred_state[1]&pred_result_data) | ( pred_state[0]&(pred_state[1]|pred_result_data) ); 
		end
	end
	always@(posedge clk or posedge ares) begin
		if (ares) pred_state <= 2'b01;
		else if (sync_reset) pred_state <= 2'b01;
		else pred_state <= pred_state_next;
	end
	assign pred_data = pred_state[1];
	assign pred_valid = instr_valid;
endmodule
[flow/run.sh]
#!/bin/bash
# OpenROAD 26Q1-2900-gdf79404cd8, Yosys 0.63+post, stock flow scripts
make -C /OpenROAD-flow-scripts/flow DESIGN_CONFIG=/design/flow/config.mk WORK_HOME=/design/flow/orfs finish
[flow/constraint.sdc]
current_design two_bit

set clk_period 1.2
set clk_io_pct 0.2

create_clock -name clk0 -period $clk_period [get_ports {clk}]

set non_clock_inputs [all_inputs -no_clocks]
set_input_delay [expr $clk_period * $clk_io_pct] -clock clk0 $non_clock_inputs
set_output_delay [expr $clk_period * $clk_io_pct] -clock clk0 [all_outputs]
==> load_flow_metrics.sql <==
-- physical implementation figures
INSERT INTO impl_metrics (metric_group, metric, value, unit) VALUES
('outcome', 'status', 'complete, no violations', ''),
('synth', 'post-synth-top-area-cell', 'sky130_fd_sc_hd__dfstp_2', ''),
('job', 'tool_warnings', '25', ''),
('power_and_ir_drop', 'clock_power_share', '51.4', '%'),
('die', 'placeableCoreArea', '0.00342', 'mm²'),
('synth', 'post_synth_num_cell_types', '13', ''),
('critical_path', 'critical_path.max_stage_delay', '0.37', 'ns'),
('route', 'antenna_left', '0', ''),
('synth', 'synth.area.top_cells', 'sky130_fd_sc_hd__dfstp_2 20%, sky130_fd_sc_hd__dfrtp_1 19%, sky130_fd_sc_hd__a211oi_2 9.6%, sky130_fd_sc_hd__nor3b_2 9.6%, sky130_fd_sc_hd__a21o_1 5.8%', ''),
('power_and_ir_drop', 'combinational_power_share', '20.1', '%'),
('synth', 'yosys_area', '130', 'µm²'),
('sta', 'setup_slack', '0.104', 'ns'),
('clocking', 'cts-buffers-inserted', '3', ''),
('global_routing', 'first_pass_grt_wire_length', '669', 'µm'),
('sta', 'tightestPinTransition', '0.200', 'ns'),
('route', 'detailroute.via_count', '125', ''),
('synth', 'postSynthCellCount', '14', ''),
('finish', 'final_cell_count_no_fill', '69', ''),
('critical_path', 'cp_cell_sequence', 'dlygate4sd2_1', ''),
('die', 'row_count', '21', ''),
('placed_design', 'place_congestion', '0.591', ''),
('route', 'detail_route.drc_violations', '0', ''),
('clocking', 'clockBufferDepth', '2', ''),
('critical_path', 'timing.critical_path.from', 'pred_state[1]$_DFFE_PP0P_', ''),
('sta', 'skew', '0.00986', 'ns'),
('power_and_ir_drop', 'power.ir.vdd_worst', '0.000298', 'V'),
('critical_path', 'worstPathRequired', '0.96', 'ns'),
('power_and_ir_drop', 'p_sw_share', '23.7', '%'),
('critical_path', 'setup.worst_path.start_class', 'flop', ''),
('sta', 'worst_hold_slack', '0.160', 'ns'),
('global_routing', 'grt_antenna_before_repair', '0', ''),
('power_and_ir_drop', 'power.density', '1230', 'mW/mm²'),
('global_routing', 'first_global_vias', '159', ''),
('sta', 'setup_viol', '0', ''),
('finish', 'layout-drive-gt1-share', '30.4', '%'),
('finish', 'combGateArea', '67.6', 'µm²'),
('global_routing', 'grt-ovfl-total', '0', ''),
('critical_path', 'critical_path.max_fanout', '2', ''),
('route', 'post_drt_wl_per_cell', '5.03', 'µm'),
('finish', 'fillerInstances', '407', ''),
('critical_path', 'worst-endpoint-arrival', '0.86', 'ns'),
('route', 'totalWireLength', '347', 'µm'),
('finish', 'register_area', '51.3', 'µm²'),
('clocking', 'cts-htree-levels', '1', ''),
('placed_design', 'numPortBuffers', '5', ''),
('synth', 'synth.ff_latch_count', '2', ''),
('global_routing', 'maximum_number_of_pins_on_one_net_before_global_route_repair', '6', ''),
('synth', 'post-synth-top-area-fraction', '20.2', '%'),
('die', 'die_width', '80', 'µm'),
('finish', 'top_register', 'pred_state', ''),
('finish', 'top_regs', 'pred_state x2', ''),
('sta', 'rsz_0062_raised_after_global_routing', 'no', ''),
('clocking', 'clk_pin_slew', '0.04', 'ns'),
('clocking', 'cts-root-buf', 'sky130_fd_sc_hd__clkbuf_4', ''),
('power_and_ir_drop', 'power.sequential.fraction', '28.5', '%'),
('synth', 'yosysCellCount', '14', ''),
('synth', 'synth_area_per_cell', '9.29', 'µm²'),
('power_and_ir_drop', 'power_report.internal_total', '0.247', 'mW'),
('critical_path', 'timing.setup.critical_path_class', 'flop to primary output', ''),
('critical_path', 'critPathCaptureType', 'primary output', ''),
('die', 'full_die_area', '0.00640', 'mm²'),
('clocking', 'clkLatencyLatePin', '0.23', 'ns'),
('clocking', 'clock_tree_from_tritoncts', 'built', ''),
('clocking', 'clkSinkCount', '2', ''),
('worst_hold_path', 'timing.hold.worst.class', 'input pin to async pin', ''),
('job', 'cap_viol_max_count', '0', ''),
('sta', 'final-max-slew-violation-count', '0', ''),
('placed_design', 'hpwlAfterDp', '271', 'µm'),
('synth', 'synth-seq-area-share', '39.4', '%'),
('sta', 'finalHoldViolCount', '0', ''),
('critical_path', 'r2r_start', 'pred_state[1]$_DFFE_PP0P_', '');
-- placed cells by master, fill, tap and decap left out, drive strengths merged --
cell type / n
dlygate4sd2: 1
nor3b: 1
clkbuf: 4
o21ai: 1
dfstp: 1
dfrtp: 1
a211oi: 1
nor2: 2
nand2: 1
a21o: 1
nand2b: 1
buf: 1
a22oi: 1
inv: 1
clkdlybuf4s50: 4
nor3: 1
-- cells in the mapped netlist (all sizes together) --
master / count
nand2b: 1
nor3b: 1
a211oi: 1
nor2: 2
a22oi: 1
o21ai: 1
dfstp: 1
inv: 1
dfrtp: 1
a21o: 1
nand2: 1
nor3: 1
buf: 1
-- through the flow --
step / instance area (µm²) / util [%] / TNS, ns
2_1_floorplan: 130 / - / 0
3_3_place_gp: 230 / 6.74 / -0.0445
3_5_place_dp: 230 / 6.74 / -0.0940
4_1_cts: 263 / 7.69 / 0
5_1_grt: 263 / 7.69 / 0
6_report: 263 / 7.69 / 0
-- timing repair --
action / 4_1_cts / 5_1_grt
hold buffers: 0 / 0
buffers inserted: 1 / 0
gates resized: 1 / 0
hold endpoints to repair: 0 / 0
setup endpoints to repair: 1 / 0
-- routing by layer --
| layer | vias to the layer above | track usage (%) | wire [µm] |
|---|---|---|---|
| met1 | 50 | 1.59 | 181 |
| li1 | 67 | - | - |
| met3 | 0 | 1.14 | 57 |
| met5 | - | 0 | 0 |
| met4 | 0 | 0.528 | 0 |
| met2 | 8 | 1.52 | 109 |
-- power by group through the flow --
stage                 clock, mW  sequential (mW)  combinational [mW]
after CTS                 0.178           0.0921              0.0660
after global routing      0.190           0.0955              0.0749
final                     0.167           0.0922              0.0651
-- final cells by class --
class | instances | area share (%)
Multi-Input combinational cell | 10 | 25.7
Tap cell | 46 | 21.9
Timing Repair Buffer | 6 | 21.4
Sequential cell | 2 | 19.5
Clock buffer | 4 | 10.0
Inverter | 1 | 1.43
-- path summary, 6_finish.rpt --
path	to	slack, ns	depth (start not counted)
min reg2reg	pred_state[1]$_DFFE_PP0P_	0.64	2
max in group asynchronous	pred_state[0]$_DFFE_PP1P_	0.83	2
min in group clk0	pred_valid	0.48	0
max	pred_data	0.10	1
max reg2reg	pred_state[1]$_DFFE_PP0P_	0.19	4
min	pred_state[1]$_DFFE_PP0P_	0.16	2
-- cell families (layout without fill, tap and decap cells) --
family	Yosys count	in the layout	synth area share, %
AND-OR/OR-AND	4	4	25.0
AND/OR/NAND/NOR	6	6	26.9
buffers and inverters	2	11	8.65
flip-flops	2	2	39.4
No activity file was given, so power comes from the tool's default toggle rates.
